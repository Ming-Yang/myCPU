### design/flow/run.sh
#!/bin/bash
# OpenROAD 26Q1-2900-gdf79404cd8, Yosys 0.63+post, stock flow scripts
make -C /OpenROAD-flow-scripts/flow DESIGN_CONFIG=/design/flow/config.mk WORK_HOME=/design/flow/orfs finish
### design/flow/config.mk
export PLATFORM = sky130hd
export DESIGN_NAME = cpu_axi_interface
export DESIGN_NICKNAME = cpu_axi_interface
export VERILOG_FILES = /design/flow/design.v
export SDC_FILE = /design/flow/constraint.sdc
export NUM_CORES = 4
export LEC_CHECK = 1
export CORE_AREA = 10 10 200 200
export DIE_AREA = 0 0 210 210
### design/flow/design.v
module cpu_axi_interface(
    input         clk,
    input         resetn, 
    input         inst_req     ,
    input         inst_wr      ,
    input  [1 :0] inst_size    ,
    input  [31:0] inst_addr    ,
    input  [31:0] inst_wdata   ,
    output [31:0] inst_rdata   ,
    output        inst_addr_ok ,
    output        inst_data_ok ,
    input         data_req     ,
    input         data_wr      ,
    input  [1 :0] data_size    ,
    input  [31:0] data_addr    ,
    input  [31:0] data_wdata   ,
    output [31:0] data_rdata   ,
    output        data_addr_ok ,
    output        data_data_ok ,
    output [3 :0] arid         ,
    output [31:0] araddr       ,
    output [7 :0] arlen        ,
    output [2 :0] arsize       ,
    output [1 :0] arburst      ,
    output [1 :0] arlock        ,
    output [3 :0] arcache      ,
    output [2 :0] arprot       ,
    output        arvalid      ,
    input         arready      ,
    input  [3 :0] rid          ,
    input  [31:0] rdata        ,
    input  [1 :0] rresp        ,
    input         rlast        ,
    input         rvalid       ,
    output        rready       ,
    output [3 :0] awid         ,
    output [31:0] awaddr       ,
    output [7 :0] awlen        ,
    output [2 :0] awsize       ,
    output [1 :0] awburst      ,
    output [1 :0] awlock       ,
    output [3 :0] awcache      ,
    output [2 :0] awprot       ,
    output        awvalid      ,
    input         awready      ,
    output [3 :0] wid          ,
    output [31:0] wdata        ,
    output [3 :0] wstrb        ,
    output        wlast        ,
    output        wvalid       ,
    input         wready       ,
    input  [3 :0] bid          ,
    input  [1 :0] bresp        ,
    input         bvalid       ,
    output        bready       
);
reg reset;
always @(posedge clk) reset <= ~resetn;
wire        dram_write_finish;
reg         dram_write_idle;
reg  [31:0] dram_write_addr;
reg  [31:0] dram_write_data;
reg  [ 1:0] dram_write_size;
wire        dram_read_finish;
reg         dram_read_idle;
reg  [31:0] dram_read_addr;
reg  [ 1:0] dram_read_size;
wire        iram_read_finish;
reg         iram_read_idle;
reg  [31:0] iram_read_addr;
reg  [ 1:0] iram_read_size;
always @(posedge clk) begin
	if(reset) begin
		dram_write_idle <= 1'b1;
		dram_read_idle <= 1'b1;
	end
	else begin
		if(data_req & data_addr_ok) begin
			if(data_wr) begin
				dram_write_addr <= data_addr;
				dram_write_data <= data_wdata;
				dram_write_size <= data_size;
				dram_write_idle <= 1'b0;
			end
			else if(~data_wr)begin
				dram_read_addr <= data_addr;
				dram_read_size <= data_size;
				dram_read_idle <= 1'b0;
			end
		end
		if(dram_read_finish) begin
			dram_read_idle <= 1'b1;
		end
		else if(dram_write_finish) begin
			dram_write_idle <= 1'b1;
		end
	end
end
assign data_rdata = rdata;
assign data_addr_ok = dram_read_idle & dram_write_idle & iram_read_idle;
assign data_data_ok = (~dram_write_idle & dram_write_finish) | (~dram_read_idle & dram_read_finish);
always @(posedge clk) begin
	if(reset) begin
		iram_read_idle <= 1'b1;
	end
	else begin
		if(inst_req & inst_addr_ok) begin
			if(~inst_wr)begin
				iram_read_addr <= inst_addr;
				iram_read_size <= inst_size;
				iram_read_idle <= 1'b0;
			end
		end
		if(iram_read_finish) begin
			iram_read_idle <= 1'b1;
		end
	end
end
assign inst_rdata = rdata;
assign inst_addr_ok = iram_read_idle & dram_read_idle & dram_write_idle;
assign inst_data_ok = ~iram_read_idle & iram_read_finish;
reg read_addr_finish;
reg write_addr_finish;
reg write_data_finish;
always @(posedge clk) begin
	if(reset) begin
		read_addr_finish <= 1'b0;
		write_addr_finish <= 1'b0;
		write_data_finish <= 1'b0;
	end
	else begin
		if((~iram_read_idle | ~dram_read_idle) & arready & arvalid)
			read_addr_finish <= 1'b1;
		else if(iram_read_finish | dram_read_finish)
			read_addr_finish <= 1'b0;
		if(~dram_write_idle & awready & awvalid)
			write_addr_finish <= 1'b1;
		else if(dram_write_finish)
			write_addr_finish <= 1'b0;
		if(~dram_write_idle & wready & wvalid & wlast & write_addr_finish)
			write_data_finish <= 1'b1;
		else if(dram_write_finish)
			write_data_finish <= 1'b0;
	end
end
assign iram_read_finish  = ~iram_read_idle & rvalid & rready & rlast;
assign dram_read_finish  = ~dram_read_idle & iram_read_idle & rvalid & rready & rlast; 
assign dram_write_finish =  ~dram_write_idle & bvalid & bready;
assign awid = 4'b1;
assign awaddr = dram_write_addr;
assign awlen = 8'b0;
assign awsize = {1'b0,dram_write_size};
assign awburst = 2'b01;
assign awlock = 2'b00;
assign awcache = 4'b0;
assign awprot = 3'b0;
assign awvalid = ~dram_write_idle & ~write_addr_finish;
assign wid = 4'b1;
assign wdata = dram_write_data;
assign wstrb = dram_write_size == 2'b00 ? 4'b0001<<dram_write_addr[1:0] :
			   dram_write_size == 2'b01 ? 4'b0011<<dram_write_addr[1:0] :
										                        4'b1111 ;
assign wlast = 1'b1;
assign wvalid = ~dram_write_idle & ~write_data_finish;
assign bready = ~dram_write_idle;
assign arid = 4'b1;
assign araddr = ~iram_read_idle ? iram_read_addr : dram_read_addr; 
assign arlen = 8'b0;
assign arsize = ~iram_read_idle ? {1'b0,iram_read_size} : {1'b0,dram_read_size}; 
assign arburst = 2'd0;
assign arlock  = 2'd0;
assign arcache = 4'd0;
assign arprot  = 3'd0;
assign arvalid = (~iram_read_idle | ~dram_read_idle) & ~read_addr_finish;
assign rready = ~iram_read_idle | ~dram_read_idle;
endmodule
### design/flow/constraint.sdc
current_design cpu_axi_interface

set clk_period 10.7
set clk_io_pct 0.2

create_clock -name clk0 -period $clk_period [get_ports {clk}]

set non_clock_inputs [all_inputs -no_clocks]
set_input_delay [expr $clk_period * $clk_io_pct] -clock clk0 $non_clock_inputs
set_output_delay [expr $clk_period * $clk_io_pct] -clock clk0 [all_outputs]
==> flow_summary.toml <==
# physical design summary
[synthesis]
yosys-stat-area_sq_um = 5750
yosys_warnings = 1
ys_seq_frac = 0.724
ys_cells = 345
syn_inst = 345
syn_area_sq_um = 5750
syn_avg_cell_area_sq_um = 16.7
synthDistinctLibCells = 29
numSynthFlops = 141

[clock_tree]
post_cts_buffers = 0
cts_resized = 0
cts.clk_slew.worst_paths_ns = 0.08
clk_path_buf_depth = 2
numCtsBuffers = 17
clock-sinks = 141
root_buffer = "clkbuf_16"
htreeDepth = 4
cts_tree = "yes"
cts_hold_buf = 0
insertion_delay_ns = 0.44

[sta]
slew_viol_final = 0
hold_viol_final = 0
setup_tns_ns = 0
grt_setup_unrepaired = "false"
post-route-min-period_ns = 5.60
max_freq_mhz = 178
layout_setup_ws_ns = 5.10
tightest_slew_ns = 0.691
fin_worst_skew_ns = 0.0156
period_used_share = 0.524
relSlewSlack = 0.539
setup_viol = 0

[die]
die_x_um = 210
die_y_um = 210
core-area_sq_um = 35600
die_area_sq_um = 44100
placementRows = 69
io_pins = 418
initCoreUtil = 0.162

[cells_and_area]
finalCoreUtilization = 0.239
layout_top_cell = "clkdlybuf4s50_1"
final_cell_area_sq_um = 8490
lay_top_cells = "clkdlybuf4s50_1 (224), edfxtp_1 (134), conb_1 (53)"
syn_to_final_growth_pct = 47.5
final_layout_size_suffix_gt1_frac = 0.144
fillers = 3710
fin_cells = 997

[placed_design]
placed_cell_area_sq_um = 7910
gp_congestion = 0.742
place_inst = 963
detailed_place_hpwl_um = 12400
port_buffers = 224
post-place-ws_ns = 5.02

[global_route]
grt_pass1_vias = 3632
grt_max_degree = 43
grt_overflow_total = 0
antenna_found_initial = 5
use_met3 = 0.0515
met2_usage = 0.117
grt_usage = 0.0746
grt_pass1_wl_um = 23900
met1_usage = 0.0841
grt.busiest_layer = "met2"

[worst_setup_path]
cp.arrival_ns = 3.46
cp.required_ns = 8.56
rr_worst_depth = 5
end_kind = "primary output"
critPathBufInv = 2
reg2reg_to = "iram_read_addr[25]"
start_kind = "input port"
critPathMaxStageDelay_ns = 0.56
rr_startpoint = "iram_read_idle"
rrSetupSlack_ns = 7.76
crit_path_max_fanout = 2
cpMostUsedCell = "clkdlybuf4s50_1"
path_cells = "clkdlybuf4s50_1, nand2_1, nor2_1, clkdlybuf4s50_1"
cp_slowest_cell = "clkdlybuf4s50_1"
crit_family = "buffers and inverters"
path_class = "in -> out"

[hold_path]
worstHoldPathCells = 1
worstHoldEndpoint = "read_addr_finish"
min_from = "read_addr_finish"
holdCritPathClass = "reg -> reg"

[pwr]
power.density_nw_per_um2 = 157
peakVddDrop_mv = 0.149
leakage_nw = 2.91

[route]
drtAntennaViolNets = 0
post-route-drc-count = 0
drt_first_iter_violations = 121
wl_um = 16700
drt_pass1_iterations = 4
num_vias = 3166
wl_per_cell_um = 16.7
vias_per_cell = 3.18

[run]
maxCapViolCount = 0
warnings = 72

[run_status]
outcome = "complete, no violations"
[how the worst max path moves through the flow]
stage	startpoint	endpoint	slack (ns)	depth (start not counted)
6_report	rlast	inst_data_ok	5.10	4
5_1_grt	rlast	inst_data_ok	4.97	4
4_1_cts	rlast	inst_data_ok	5.01	4
[layout make-up]
| cell class | instances | area (sq um) | area share |
|---|---|---|---|
| multi-input cells | 128 | 873 | 0.103 |
| inverters | 4 | 15.0 | 0.00177 |
| clock buffers | 17 | 425 | 0.0501 |
| diodes | 2 | 5.00 | 0.000590 |
| repair buffers | 229 | 2280 | 0.269 |
| flip-flops and latches | 141 | 4170 | 0.491 |
| clock inverters | 15 | 145 | 0.0171 |
| well taps | 461 | 577 | 0.0680 |
[per-stage QoR]
step,power (W),hold WS [ns]
4_1_cts,0.00137,0.473
6_report,0.00133,0.472
3_5_place_dp,0.000773,0.460
3_3_place_gp,0.000773,0.454
5_1_grt,0.00140,0.507
2_1_floorplan,0.000698,0.439
[synth_stat cells]
library cell / instances / share of area
buf_1: 1 / 0.00065
or2_2: 1 / 0.0011
o21ai_0: 2 / 0.0017
a41oi_1: 1 / 0.0015
a211oi_1: 1 / 0.0013
a22oi_1: 1 / 0.0013
mux2_2: 34 / 0.067
a21oi_1: 4 / 0.0035
nand2b_1: 3 / 0.0033
nand4_1: 1 / 0.0011
nand2_1: 4 / 0.0026
and3_1: 1 / 0.0011
nand4b_1: 1 / 0.0015
ha_1: 4 / 0.0087
inv_1: 4 / 0.0026
a211o_1: 2 / 0.0030
nor2b_1: 1 / 0.0011
buf_4: 118 / 0.15
nor4bb_1: 1 / 0.0017
edfxtp_1: 134 / 0.70
conb_1: 2 / 0.0013
a311o_1: 1 / 0.0017
nor3_1: 1 / 0.00087
nand3b_1: 3 / 0.0039
buf_2: 4 / 0.0035
dfxtp_1: 7 / 0.024
nor2_1: 6 / 0.0039
and3_2: 1 / 0.0013
nor3b_1: 1 / 0.0013
[flip-flops by register name, indices dropped and copies added, names as in the netlist, 2 cells and up]
name / count
dram_write_addr: 32
iram_read_size: 2
dram_read_addr: 32
iram_read_addr: 32
dram_write_data: 32
dram_read_size: 2
dram_write_size: 2
[worst reg2reg max path, stage by stage, from the launching register on]
cell and delay [ns]:
dfxtp_2 0.35, buf_4 0.57, and3_1 0.42, nand3b_1 0.26
nor2_4 0.58, buf_4 0.42
[layer usage]
metal	routed length, um	vias up
met4	245	4
met5	20	-
met2	7900	204
met1	6130	1498
met3	2360	22
li1	-	1438
[report_power, final]
| group | total [W] | internal [W] | switching [W] | leakage [nW] |
|---|---|---|---|---|
| Clock | 0.000574 | 0.000309 | 0.000265 | 0.272 |
| Sequential | 0.000633 | 0.000626 | 0.00000695 | 1.28 |
| Combinational | 0.000124 | 0.0000834 | 0.0000403 | 1.36 |
| Total | 0.00133 | 0.00102 | 0.000312 | 2.91 |
[cells by family (layout without fill, tap and decap cells)]
group,Yosys count,after routing,synth area share
flip-flops,141,141,0.724
buffers and inverters,127,265,0.161
multiplexers,34,34,0.0666
AND/OR/NAND/NOR,25,25,0.0248
AND-OR/OR-AND,12,12,0.0141
adder cells (fa/ha/maj),4,4,0.00870
other,2,55,0.00131
No activity file was given, so power comes from the tool's default toggle rates.
